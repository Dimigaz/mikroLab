==> /design/flow/run.sh <==
#!/bin/bash
# OpenROAD 26Q1-2900-gdf79404cd8, Yosys 0.63+post, stock flow scripts
make -C /OpenROAD-flow-scripts/flow DESIGN_CONFIG=/design/flow/config.mk WORK_HOME=/design/flow/orfs finish
==> /design/flow/config.mk <==
export PLATFORM = sky130hd
export DESIGN_NAME = MCPU_Registerfile
export DESIGN_NICKNAME = MCPU_Registerfile
export VERILOG_FILES = /design/flow/design.v
export SDC_FILE = /design/flow/constraint.sdc
export NUM_CORES = 4
export LEC_CHECK = 1
export CORE_UTILIZATION = 40
==> /design/flow/design.v <==
module MCPU_Registerfile(op1, op2, op3, RegOp1, alu1, alu2, datatoload, regsetwb, regsetcmd);
parameter WORD_SIZE=8;
parameter OPERAND_SIZE=4;
parameter REGS_NUMBER_WIDTH=2;
parameter REGISTERS_NUMBER=1<<REGS_NUMBER_WIDTH;
input [OPERAND_SIZE-1:0] op1,op2,op3;
input [WORD_SIZE-1:0] datatoload;
input [1:0] regsetcmd;
input regsetwb;
parameter  [1:0]  NORMAL_EX  = 0;  
parameter  [1:0]  MOV_INTERNAL   = 1;  
parameter  [1:0]  LOAD_FROM_DATA   = 2;  
parameter  [1:0]  DO_NOTHING   = 3;  
output [WORD_SIZE-1:0] RegOp1;
output [WORD_SIZE-1:0] alu1;  
output [WORD_SIZE-1:0] alu2;  
reg [WORD_SIZE-1:0] R[REGISTERS_NUMBER-1:0];
assign RegOp1=R[op1[REGS_NUMBER_WIDTH-1:0]];
assign alu1=R[op2[REGS_NUMBER_WIDTH-1:0]];
assign alu2=R[op3[REGS_NUMBER_WIDTH-1:0]];
always @(posedge regsetwb)
begin
  #1    
  case(regsetcmd)
  NORMAL_EX,LOAD_FROM_DATA:
  begin
    R[op1[REGS_NUMBER_WIDTH-1:0]]<=datatoload;
  end
  MOV_INTERNAL:
  begin
    R[op1[REGS_NUMBER_WIDTH-1:0]]<=R[op2[REGS_NUMBER_WIDTH-1:0]];
  end
  default:
  begin
  end
  endcase
end
endmodule
==> /design/flow/constraint.sdc <==
current_design MCPU_Registerfile

set clk_period 2.2
set clk_io_pct 0.2

create_clock -name clk0 -period $clk_period [get_ports {regsetwb}]

set non_clock_inputs [all_inputs -no_clocks]
set_input_delay [expr $clk_period * $clk_io_pct] -clock clk0 $non_clock_inputs
set_output_delay [expr $clk_period * $clk_io_pct] -clock clk0 [all_outputs]
==> impl_results.html <==
<h2>Synthesis and place &amp; route</h2>
<table>
<tr><th>Metric</th><th>Value</th></tr>
<tr><th colspan="2">Route</th></tr>
<tr><td>ANT cells</td><td>0</td></tr>
<tr><td>Routed wire length</td><td>3840 um</td></tr>
<tr><td>Vias per inst</td><td>5.34</td></tr>
<tr><td>Average wire length per cell after detail routing</td><td>19.3 um</td></tr>
<tr><td>DRT antenna net count</td><td>0</td></tr>
<tr><td>Post-detailed-route DRC marker count</td><td>0</td></tr>
<tr><td>Number of design-rule violations left by the first detailed-router iteration</td><td>43</td></tr>
<tr><td>Total vias in the final route</td><td>1062</td></tr>
<tr><td>Detailed-routing iteration count for the pre-antenna-repair pass</td><td>4</td></tr>
<tr><th colspan="2">Place</th></tr>
<tr><td>Routability-driven placement congestion ratio</td><td>0.902</td></tr>
<tr><td>Worst slack, placed</td><td>-302 ps</td></tr>
<tr><td>Post-detailed-placement half-perimeter wirelength</td><td>2800 um</td></tr>
<tr><td>PortBufs</td><td>40</td></tr>
<tr><td>Total instance count after detailed placement</td><td>184</td></tr>
<tr><th colspan="2">Synthesis</th></tr>
<tr><td>Post-synth area from yosys stat</td><td>1700 sq um</td></tr>
<tr><td>Gate count after technology mapping</td><td>78</td></tr>
<tr><td>Flip-flop and latch count after synthesis</td><td>32</td></tr>
<tr><td>Synthesis warning total</td><td>1</td></tr>
<tr><td>Mapped cell area</td><td>1700 sq um</td></tr>
<tr><td>Average footprint of a synthesized cell</td><td>21.8 sq um</td></tr>
<tr><td>Sequential share of the synthesized area</td><td>56.5%</td></tr>
<tr><td>Cell Type Count</td><td>13</td></tr>
<tr><td>Yosys cell count</td><td>78</td></tr>
<tr><th colspan="2">Cells and area</th></tr>
<tr><td>Number of fill cells in the layout</td><td>292</td></tr>
<tr><td>Number of flip-flops in the largest register</td><td>32</td></tr>
<tr><td>Area added between synthesis and finish</td><td>48.8%</td></tr>
<tr><td>Top library cells by usage in the layout, fill and taps aside</td><td>edfxtp_1, clkdlybuf4s50_1, mux4_2</td></tr>
<tr><td>Fraction of final layout cells with drive strength greater than 1</td><td>48.3%</td></tr>
<tr><td>Top cell excl fill/tap</td><td>edfxtp_1</td></tr>
<tr><td>Number of non-filler instances in the completed layout</td><td>199</td></tr>
<tr><th colspan="2">Timing</th></tr>
<tr><td>Setup slack after layout</td><td>28.1 ps</td></tr>
<tr><td>Max Clock Skew</td><td>5.50 ps</td></tr>
<tr><td>Worst slew slack as a fraction of its limit</td><td>81.4%</td></tr>
<tr><td>Crit share post-route</td><td>98.7%</td></tr>
<tr><td>Endpoints failing hold</td><td>0</td></tr>
<tr><td>Upper clock frequency limit</td><td>0.460 GHz</td></tr>
<tr><td>Final-report max-slew violation count</td><td>0</td></tr>
<tr><td>Fin crit period</td><td>2170 ps</td></tr>
<tr><td>Slew at the pin with the worst max-slew slack</td><td>279 ps</td></tr>
<tr><td># setup viols final</td><td>0</td></tr>
<tr><th colspan="2">Min path</th></tr>
<tr><td>Min-Delay Path Class</td><td>reg -&gt; reg</td></tr>
<tr><td>Hold path startpoint</td><td>R[2][5]</td></tr>
<tr><td>Hold Path Depth</td><td>2</td></tr>
<tr><td>Min-Delay Endpoint</td><td>R[0][5]</td></tr>
<tr><th colspan="2">Critical path</th></tr>
<tr><td>Crit start category</td><td>input port</td></tr>
<tr><td>Critical path capture point type</td><td>output port</td></tr>
<tr><td>Endpoint required time on the critical path</td><td>1760 ps</td></tr>
<tr><td>Endpoint arrival time on the critical path</td><td>1730 ps</td></tr>
<tr><td>Start-to-end type of the worst setup path</td><td>in -&gt; out</td></tr>
<tr><td>Destination of the worst register-to-register timing path</td><td>R[1][2]</td></tr>
<tr><td>Cell depth of the worst flop-to-flop path</td><td>4</td></tr>
<tr><td>FF-to-FF Start</td><td>R[2][2]</td></tr>
<tr><td>Max Fanout on Critical Path</td><td>4</td></tr>
<tr><td>Minimum setup slack among reg-to-reg paths</td><td>530 ps</td></tr>
<tr><th colspan="2">Flow run</th></tr>
<tr><td>Number of logged tool warnings</td><td>31</td></tr>
<tr><td>Total of max-cap violations</td><td>0</td></tr>
<tr><th colspan="2">Global routing</th></tr>
<tr><td>Number of global-route vias before repair</td><td>1128</td></tr>
<tr><td>Global router's overall resource usage</td><td>20.8%</td></tr>
<tr><td>Initial antenna violation count</td><td>0</td></tr>
<tr><td>Wire length of the first global-routing pass</td><td>5840 um</td></tr>
<tr><td>Overflow after GRT</td><td>0</td></tr>
<tr><td>Largest net degree at the start of global routing</td><td>10</td></tr>
<tr><th colspan="2">Floorplanning</th></tr>
<tr><td>Total die size</td><td>4520 sq um</td></tr>
<tr><td>Area of the core region</td><td>4030 sq um</td></tr>
<tr><td>Core utilization before placement</td><td>42.2%</td></tr>
<tr><td>Y dimension of the die</td><td>67.2 um</td></tr>
<tr><td>Die Span X</td><td>67.2 um</td></tr>
<tr><td>Standard-cell rows</td><td>23</td></tr>
<tr><td>Top-level port count</td><td>47</td></tr>
<tr><th colspan="2">Status</th></tr>
<tr><td>Outcome</td><td>completed</td></tr>
<tr><th colspan="2">CTS</th></tr>
<tr><td>Post-cts hold-fix buffer tally</td><td>0</td></tr>
<tr><td>CTS tree</td><td>yes</td></tr>
<tr><td>Longest Clk Path Bufs</td><td>2</td></tr>
<tr><td>Count of clock tree sinks</td><td>32</td></tr>
<tr><td>CTS clock-pin slew for the worst setup and hold paths</td><td>60 ps</td></tr>
<tr><td>Clock Latency Late Sink</td><td>280 ps</td></tr>
<tr><td>Max H-tree Level</td><td>2</td></tr>
<tr><td>Cell at the root of the clock tree</td><td>clkbuf_8</td></tr>
<tr><td>Num CTS Buffers</td><td>5</td></tr>
<tr><th colspan="2">Power</th></tr>
<tr><td>Cell Pwr Density</td><td>573 nW/um^2</td></tr>
<tr><td>Peak ir drop on the vdd network</td><td>0.426 mV</td></tr>
<tr><td>Static leakage</td><td>0.965 nW</td></tr>
<tr><td>Power, Total</td><td>1.45 mW</td></tr>
</table>
==> synth_stat cells <==
cell / instances / area share, %
edfxtp_1: 32 / 57
nor2b_1: 1 / 0.37
inv_1: 1 / 0.22
and3_1: 2 / 0.74
mux4_2: 24 / 32
buf_1: 2 / 0.44
nor3b_1: 1 / 0.44
clkbuf_1: 1 / 0.22
buf_2: 3 / 0.88
buf_6: 1 / 0.66
a211oi_1: 1 / 0.44
mux2_4: 8 / 7.1
nand2_1: 1 / 0.22
==> routing by layer <==
layer  global-route usage [%]  share of wire (%)
met1                     27.7                 38
met5                        0                  0
met4                     2.13                1.3
met3                     7.88                7.5
met2                     35.9                 53
==> report_power, final <==
| group | leakage [nW] | internal (mW) | switching, mW | total (mW) |
|---|---|---|---|---|
| combinational | 0.627 | 0.224 | 0.0967 | 0.320 |
| sequential | 0.297 | 0.711 | 0.0154 | 0.727 |
| clock | 0.0410 | 0.214 | 0.188 | 0.402 |
==> worst max path at each step <==
stage,start,end,slack [ps],depth (start not counted)
finish,op2[0],alu1[6],30,4
global route,op2[0],alu1[6],-0.8,4
CTS,op3[0],alu2[3],20,4
==> kinds of logic after synthesis <==
kind of cell           share of synthesized area [%]
buffers and inverters                           2.43
AND/OR/NAND/NOR                                 1.77
flip-flops                                      56.5
AND-OR/OR-AND                                  0.442
multiplexers                                    38.9
==> cell type report <==
cell class                 count  area [sq um]  share of cell area (%)
sequential                    32           961                    38.0
timing repair buffer          71           727                    28.7
multi-input combinational     38           698                    27.6
clock buffer                   6          72.6                    2.87
tap                           50          62.6                    2.47
clock inverter                 1          5.00                   0.198
inverter                       1          3.75                   0.148
==> critical path, stage by stage <==
cell	delay (ps)
clkdlybuf4s15_2	210
buf_6	120
mux4_2	530
clkdlybuf4s50_1	430
==> metrics by stage <==
stage | cell area, sq um | utilization (%) | hold WS [ps] | TNS (ps)
6_report | 2530 | 62.8 | 865 | 0
3_3_place_gp | 2320 | 57.7 | 847 | -7510
2_1_floorplan | 1700 | - | 681 | 0
3_5_place_dp | 2320 | 57.7 | 855 | -7730
5_1_grt | 2530 | 62.8 | 870 | -0.816
4_1_cts | 2500 | 62.1 | 871 | 0
==> what timing repair did <==
action	4_1_cts	5_1_grt
endpoints found under the setup margin	24	13
gates cloned	2	0
setup buffers	3	3
gates resized	20	5
Power is estimated from default activity; no workload was simulated.
