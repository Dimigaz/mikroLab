$ cat design/flow/config.mk
export PLATFORM = sky130hd
export DESIGN_NAME = MCPU_Alu
export DESIGN_NICKNAME = MCPU_Alu
export VERILOG_FILES = /design/flow/design.v
export SDC_FILE = /design/flow/constraint.sdc
export NUM_CORES = 4
export LEC_CHECK = 1
export CORE_AREA = 10 10 95 95
export DIE_AREA = 0 0 105 105
$ cat design/flow/constraint.sdc
current_design MCPU_Alu

set clk_period 6.6
set clk_io_pct 0.2

create_clock -name clk0 -period $clk_period

set non_clock_inputs [all_inputs -no_clocks]
set_input_delay [expr $clk_period * $clk_io_pct] -clock clk0 $non_clock_inputs
set_output_delay [expr $clk_period * $clk_io_pct] -clock clk0 [all_outputs]
$ cat design/flow/design.v
module MCPU_Alu(cmd,in1,in2,out,CF);
parameter CMD_SIZE=2;
parameter WORD_SIZE=16;
parameter  [CMD_SIZE-1:0]  CMD_AND  = 0;  
parameter  [CMD_SIZE-1:0]  CMD_OR   = 1;  
parameter  [CMD_SIZE-1:0]  CMD_XOR   = 2;  
parameter  [CMD_SIZE-1:0]  CMD_ADD   = 3;  
input [CMD_SIZE-1:0] cmd;
input [WORD_SIZE-1:0] in1;
input [WORD_SIZE-1:0] in2;
output[WORD_SIZE-1:0] out;
output CF;
wire [CMD_SIZE-1:0] cmd;
wire [WORD_SIZE-1:0] in1;
wire [WORD_SIZE-1:0] in2;
reg  [WORD_SIZE-1:0] out;
reg  CF;
always @ (cmd, in1, in2)
  #2
case(cmd)
  CMD_AND : begin
               out = in1&in2; 
      end
  CMD_OR : begin
              out = in1|in2;
            end
  CMD_XOR : begin
              out = in1^in2;
            end
  default : begin
              {CF,out} = in1+in2;
            end
 endcase
endmodule
$ cat design/flow/run.sh
#!/bin/bash
# OpenROAD 26Q1-2900-gdf79404cd8, Yosys 0.63+post, stock flow scripts
make -C /OpenROAD-flow-scripts/flow DESIGN_CONFIG=/design/flow/config.mk WORK_HOME=/design/flow/orfs finish
==> Flow_metrics.wiki <==
== Implementation results ==
{| class="wikitable"
! Metric !! Value
|-
| Result of the run || completed
|-
| CP Launch Type || primary input
|-
| Area of the die || between 10000 and 15000 sq um
|-
| Final number of max-transition violations || 0
|-
| Wire per inst || about 12 microns
|-
| Cells along the critical path || clkdlybuf4s50_1, ha_1, inv_1, fa_1, and2b_1, o211ai_1, a21o_1, o41ai_2, a21oi_1, nor3_1, clkdlybuf4s50_1
|-
| Flip-flop and latch area || around 15 sq um
|-
| Count of endpoints without a timing constraint || 2
|-
| Proportion of register bits with asynchronous set or reset after synthesis || 0%
|-
| Finished Layout Cells || about 370
|-
| Count of unclocked register or latch pins || 1
|-
| Number of DRC violations after detailed routing || 0
|-
| Req. time, crit path || about 5.3 ns
|-
| Die outline height || between 100 and 150 microns
|-
| Crit-path most repeated cell || clkdlybuf4s50_1
|-
| Placed wire-length estimate after detailed placement || between 3000 and 4000 microns
|-
| Number of enable-type register cells in the synthesized netlist || 0
|-
| Type of the worst setup path || in -> out
|-
| Share of the clock period used by the worst path after layout || between 80% and 90%
|-
| Peak supply drop || ~0.03 mV
|-
| Number of warnings the tools reported || 48
|-
| Num rows || 30
|-
| Setup violators final || 0
|-
| Wire length of the first global-routing pass || 7260 microns
|-
| Class of the tightest hold or removal check || in -> out
|-
| GPL Wtd Cong || 0.928
|-
| Number of flip-flops under the largest register name || 1
|-
| Overall routing resource usage || under 10%
|-
| Number of optimization iterations in the first detailed-route pass || 4
|-
| Area grow syn2layout || 36.0%
|-
| Drt via density || between 4 and 5
|-
| Core Box Area || 6910 sq um
|-
| Final Hold Viols || 0
|-
| Slew margin rel. || between 70% and 80%
|-
| Maximum operating frequency || 182 MHz
|-
| Number of placed instances with taps included || roughly 370
|-
| CP max-delay cell || clkdlybuf4s50_1
|-
| Yosys warnings || 1
|-
| Initial antenna violation count || 0
|-
| #FFs+latches synth || 1
|-
| Yosys cell count || around 240
|-
| Slew at the pin closest to its max-slew limit || approximately 0.4 ns
|-
| Logic cell area || 1380 sq um
|-
| Signal arrival time at the worst endpoint || between 4 and 5 ns
|-
| Pwr dens || between 70 and 80 nW/um^2
|-
| Area of the synthesized netlist per yosys stat || around 1600 sq um
|-
| Hold Worst Slack || ~3.8 ns
|-
| Cell area after synthesis || between 1500 and 2000 sq um
|-
| Fin Setup TNS || 0 ns
|-
| Min Clock Period, post-route || 5.48 ns
|-
| Cell type group with the largest total delay on the critical path || buffers and inverters
|-
| Filler instances || around 750
|-
| Floorplan-stage core utilization || between 20% and 30%
|-
| Overflow left after global routing || 0
|-
| CTS Hold Buffers Added || 0
|-
| Number of global-route vias before repair || ~1500
|-
| Distinct cells, synth || a little under 50
|-
| Die X-Extent || about 110 microns
|-
| Quantity of gates resized following cts || 0
|-
| Total Routed Length || roughly 4300 microns
|-
| Peak fanout along the critical path || 3
|-
| Mapped Avg Cell Area || a little under 7 sq um
|-
| Buffers inserted by post-CTS timing repair || 0
|-
| Total power of the final layout || ~160 uW
|-
| I/O pin count || 51
|-
| Routed Antenna Nets || 0
|-
| Fraction of final layout cells with drive strength greater than 1 || 3.60%
|-
| Count of buffering cells on the critical path with inverters included || 3
|-
| Maximum number of pins on one net before global-route repair || 42
|-
| Peak per-stage delay on the critical path || roughly 0.5 ns
|-
| Post-Syn Instances || between 200 and 250
|-
| ANT cells || 0
|-
| Routed vias || between 1500 and 2000
|-
| Iter 0 DRT Violations || approximately 75
|-
| Maximum Capacitance Violations || 0
|-
| Count of buffers from port buffering || about 51
|-
| Critical path capture point type || output port
|-
| Most common flop cell mapped by yosys || dlxtn_1
|-
| Leakage power figure || approximately 0.0010 uW
|-
| RSZ-0062 raised after global routing || no
|}
cells in the mapped netlist, types with 4 or more instances:
library cell	instances	share of area, %
a211oi_1	6	2.8
a21o_1	5	2.3
a21oi_1	16	5.0
clkbuf_1	5	1.2
ha_1	32	25
inv_1	34	8.0
mux2i_1	7	4.4
nand2_1	24	5.6
nand3_1	6	1.9
nor2_1	13	3.1
o211ai_1	4	1.9
o21ai_0	27	8.5
xnor2_1	6	3.3
xor2_1	4	2.2
per-stage QoR:
stage | setup WS, ns | area [sq um] | utilization, %
2_1_floorplan | 2.38 | 1600 | -
3_3_place_gp | 1.15 | 2170 | 31.5
3_5_place_dp | 1.12 | 2170 | 31.5
4_1_cts | 1.07 | 2170 | 31.5
5_1_grt | 0.865 | 2170 | 31.5
6_report | 1.12 | 2170 | 31.5
metal layers:
layer  GRT usage, %  up-vias  part of all wire [%]  wire length, microns
met4          0.294        0                  0.44                    19
met3           1.12        2                   5.1                   221
met5              0        -                     0                     0
li1               -      900                     -                     -
met2           11.7       39                    43                  1870
met1           11.3      725                    51                  2210
where the power goes:
part | internal, uW | switching, uW
Sequential | 1.00 | 0.186
Clock | 0 | 0
Combinational | 88.7 | 72.9
layout make-up:
type                       count  area share (%)
timing repair buffer          53            24.2
tap                           96            5.52
sequential                     1           0.690
inverter                      35            6.04
multi-input combinational    189            63.6
kinds of logic (layout without fill, tap and decap cells):
family | Yosys count | in the layout | share of synthesized area [%]
latches | 1 | 1 | 0.939
and+or+nand+nor | 60 | 60 | 17.4
xor gates and xnor gates | 10 | 10 | 5.48
AOI/OAI and AO/OA | 79 | 79 | 32.9
buffers and inverters | 46 | 88 | 12.6
muxes | 7 | 7 | 4.38
adders and majority gates | 33 | 33 | 26.3
worst paths after layout:
check | slack (ns) | start | cells after the start | endpoint
hold / removal | 3.81 | in2[0] | 6 | out[0]
setup / recovery | 1.12 | in1[0] | 11 | out[12]
cell usage in the layout (no fill, tap or decap), drive strengths merged, types with 3 or more instances in the layout:
| cell type | netlist | layout |
|---|---|---|
| clkdlybuf4s50 | 0 | 51 |
| inv | 34 | 34 |
| ha | 32 | 32 |
| o21ai | 28 | 28 |
| nand2 | 24 | 24 |
| a21oi | 16 | 16 |
| nor2 | 13 | 13 |
| a211oi | 9 | 9 |
| mux2i | 7 | 7 |
| nand3 | 6 | 6 |
| xnor2 | 6 | 6 |
| a21o | 5 | 5 |
| o211ai | 4 | 4 |
| xor2 | 4 | 4 |
| nand2b | 3 | 3 |
| o22ai | 3 | 3 |
| nor2b | 3 | 3 |
Power is estimated from default activity; no workload was simulated.
